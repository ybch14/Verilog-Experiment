`./config.mk`:
```
export PLATFORM = sky130hd
export DESIGN_NAME = test
export DESIGN_NICKNAME = test
export VERILOG_FILES = /design/flow/design.v
export SDC_FILE = /design/flow/constraint.sdc
export NUM_CORES = 4
export LEC_CHECK = 1
export CORE_UTILIZATION = 30
```
`./design.v`:
```
module BCD7(din,dout);
input [3:0] din;
output [7:0] dout;
assign dout=(din==4'b0000)?8'b0111_1110:
            (din==4'b0001)?8'b0011_0000:
            (din==4'b0010)?8'b0110_1101:
            (din==4'b0011)?8'b0111_1001:
            (din==4'b0100)?8'b0011_0011:
            (din==4'b0101)?8'b0101_1011:
            (din==4'b0110)?8'b0101_1111:
            (din==4'b0111)?8'b0111_0000:
            (din==4'b1000)?8'b0111_1111:
            (din==4'b1001)?8'b0111_1011:8'b0000_0000;
endmodule
module frequency2(sigin,sysclk,modelcontrol,highfreq,cathodes,AN);
input sigin;
input sysclk;
input modelcontrol;
output highfreq;
output [7:0]cathodes;
output [3:0]AN;
reg [3:0]AN;
reg clk_one_hz;
reg clk_one_khz;
reg [27:0] clk_one_counter;
reg [27:0] clk_one_divide;
reg [17:0] clk_onek_counter;
reg [17:0] clk_onek_divide;
reg test_signal;
reg [3:0]test_signal_counter;
reg [3:0]test_signal_divide;
reg sigin_final;
reg control_signal;
reg [3:0] number4;
reg [3:0] number3;
reg [3:0] number2;
reg [3:0] number1;
reg [3:0] savenum4;
reg [3:0] savenum3;
reg [3:0] savenum2;
reg [3:0] savenum1;
reg [3:0]save;
wire [7:0]digi;
assign highfreq=modelcontrol;
initial begin
	clk_one_hz=0;
	clk_one_khz=0;
	clk_one_counter=27'b000000000000000000000000000;
	clk_one_divide=27'b101111101011110000100000000;
	clk_onek_counter=17'b00000000000000000;
	clk_onek_divide=17'b11000011010100000;
	test_signal=0;
	test_signal_counter=4'b0000;
	test_signal_divide=4'b1010;	
	sigin_final=0;
	control_signal=0;
	number4=4'b0000;
	number3=4'b0000;
	number2=4'b0000;
	number1=4'b0000;
	savenum4=4'b0000;
	savenum3=4'b0000;
	savenum2=4'b0000;
	savenum1=4'b0000;
	AN[0]=1;
	AN[1]=1;
	AN[2]=1;
	AN[3]=0;
	save=4'b0000;
end
always @(posedge sysclk)
begin
	if(clk_one_counter==0) begin
	clk_one_hz=~clk_one_hz;
	end
	clk_one_counter=clk_one_counter+27'b000000000000000000000000010;
	if(clk_one_counter==clk_one_divide) begin
	clk_one_counter=27'b000000000000000000000000000;
	end
end
always @(posedge sysclk)
begin
	if(clk_onek_counter==0) begin
	clk_one_khz=~clk_one_khz;
	end
	clk_onek_counter=clk_onek_counter+17'b00000000000000010;
	if(clk_onek_counter==clk_onek_divide) begin
	clk_onek_counter=17'b00000000000000000;
	end
end
always @(posedge sigin)
begin
		if(test_signal_counter==0) begin
			test_signal=~test_signal;
		end
		test_signal_counter=test_signal_counter+4'b0010;
		if(test_signal_counter==test_signal_divide) begin
			test_signal_counter=4'b0000;
		end
end
always @(sysclk)
begin
    if(modelcontrol==1) sigin_final=test_signal;
    else sigin_final=sigin;
end
always @(posedge clk_one_hz)
begin
	control_signal=~control_signal;
end
always @(posedge sigin_final)
begin
	if(control_signal==0) begin
		number4=4'b0000;
		number3=4'b0000;
		number2=4'b0000;
		number1=4'b0000;
	end
	else if(control_signal==1) begin
		number1=number1+4'b0001;
		if(number1==4'b1010) begin
			number2=number2+4'b0001;
			number1=4'b0000;
		end
		if(number2==4'b1010) begin
                	number3=number3+4'b0001;
                	number2=4'b0000;
		end
                if(number3==4'b1010) begin
                        number4=number4+4'b0001;
                        number3=4'b0000;
                end
	end
end
always @(negedge control_signal)
begin
	savenum4=number4;
	savenum3=number3;
 	savenum2=number2;
	savenum1=number1;
end
always @(posedge clk_one_khz)
begin
	if(AN==4'b1110) begin
		AN=4'b1101;
		save=savenum3;
	end
	else if(AN==4'b1101) begin
		AN=4'b1011;
		save=savenum2;
	end
	else if(AN==4'b1011) begin
		AN=4'b0111;
		save=savenum1;
	end
	else if(AN==4'b0111) begin
		AN=4'b1110;
		save=savenum4;
	end
	else AN=4'b1110;
end
BCD7 bcd7(save,digi);
assign cathodes=~digi;
endmodule
module test(input [1:0] testmode,input sysclk,input modelcontrol,
output highfreq,output [7:0]cathodes,output [3:0]test_AN);
wire sigin;
signalinput signalin(testmode,sysclk,sigin);
frequency2 freq(sigin,sysclk,modelcontrol,highfreq,cathodes,test_AN);
endmodule
module signalinput(input [1:0] testmode,
input sysclk,
output sigin1);
reg [20:0] state;
reg [20:0] divide;
reg sigin;
assign sigin1=sigin;
initial begin
	sigin=0;
	state=21'b000000000000000000000;
	divide=21'b000000_1111_1010_0000000;
end
always @(testmode)
begin
	case(testmode[1:0])
	2'b00:divide=21'b000000_1111_1010_0000000; 
	2'b01:divide=21'b0000000_1111_1010_000000; 
	2'b10:divide=21'b1111_0100_0010_0100_00000; 
	2'b11:divide=21'b00000000_1111_1010_00000; 
	endcase
end
always @(posedge sysclk) 
begin
	if(state==0)
		sigin=~sigin;
	state=state+21'b0_00_0000_0000_0000_0000_10;
	if(state==divide)
		state=27'b000_0000_0000_0000_0000_0000_0000;
end
endmodule
```
`./constraint.sdc`:
```
current_design test

set clk_period 4.6
set clk_io_pct 0.2

create_clock -name clk0 -period $clk_period [get_ports {sysclk}]

set non_clock_inputs [all_inputs -no_clocks]
set_input_delay [expr $clk_period * $clk_io_pct] -clock clk0 $non_clock_inputs
set_output_delay [expr $clk_period * $clk_io_pct] -clock clk0 [all_outputs]
```
`./run.sh`:
```
#!/bin/bash
# OpenROAD 26Q1-2900-gdf79404cd8, Yosys 0.63+post, stock flow scripts
make -C /OpenROAD-flow-scripts/flow DESIGN_CONFIG=/design/flow/config.mk WORK_HOME=/design/flow/orfs finish
```
==> flow report <==
STA
--------------------------------------------------------------------------------
Setup violations, final ...........................................            0
Number of register pins that no clock reaches .....................           45
Endpoints left unconstrained ......................................           61
Setup ws final ....................................................      1130 ps
Timing-limited maximum frequency ..................................      288 MHz
Tightest Pin Transition ...........................................       746 ps
Setup_tns .........................................................         0 ps
RSZ-0062 raised after global routing ..............................        false
Clk_skew ..........................................................      9.49 ps
Final hold violation count ........................................            0
Max_slew headroom .................................................        0.502
Min Tclk post-route ...............................................      3470 ps
Number of pins exceeding their max-slew limit in the final report .            0
Post-route fraction of the period consumed by the critical path ...        0.754

ROUTING
--------------------------------------------------------------------------------
Post-detailed-route count of antenna-violating nets ...............            0
Total length of routed wires ......................................     11500 µm
Routed wire per std cell ..........................................      12.1 µm
Initial detailed-routing violation count ..........................          310
Antenna cells .....................................................            0
1st-pass router iterations ........................................            5
Total vias in the final route .....................................         4726
Drt via density ...................................................         4.96
Post-route DRC violation count ....................................            0

SYNTH
--------------------------------------------------------------------------------
Cell count after synthesis ........................................          690
Async set-or-reset flop fraction in the synthesized netlist .......            0
Yosys top cell area share .........................................        0.347
Cells taking the most area after synthesis ........................ sky130_fd_sc_hd__dfxtp_1 (35%), sky130_fd_sc_hd__xnor2_1 (6.0%), sky130_fd_sc_hd__xor2_1 (4.5%)
Yosys stat area ...................................................     6010 µm²
Main combinational cell family by area after synthesis ............ simple AND/OR/NAND/NOR gates
Fraction of the yosys area taken by sequential cells ..............        0.387
Netlist area before placement .....................................     6010 µm²
Top cell type by total area after synthesis ....................... sky130_fd_sc_hd__dfxtp_1
Adder Area Share ..................................................       0.0396
Registers, synthesis ..............................................          112
Mux frac, synth ...................................................      0.00688
And+or+nand+nor area frac .........................................        0.289
Synth Area in XOR/XNOR ............................................        0.105
Ys cells ..........................................................          690
Compound-gate portion of the synthesized area .....................        0.120
Mean area per synthesized cell ....................................     8.70 µm²
Synthesis warning total ...........................................            2
Number of synthesized flops with an enable pin ....................            8
Most common reg cell .............................................. sky130_fd_sc_hd__dfxtp_1
Unique masters post-synth .........................................           76

POWER
--------------------------------------------------------------------------------
Design Power ......................................................      1.28 mW
Peak VDD IR .......................................................     0.246 mV
LEAKAGE ...........................................................      2.38 nW
Power per cell area ...............................................   194 nW/µm²

FLOORPLANNING
--------------------------------------------------------------------------------
Area of the core ..................................................    19500 µm²
Overall die width .................................................       143 µm
Die y size ........................................................       143 µm
Overall die area ..................................................    20600 µm²
Standard-cell rows ................................................           51
Core utilization at floorplan .....................................        0.308
I/O pin cnt .......................................................           17

CLOCK NETWORK
--------------------------------------------------------------------------------
Post-CTS setup-driven buffer insertion count ......................            0
Clock Tree Buf Depth ..............................................            2
Root buffer cell .................................................. sky130_fd_sc_hd__clkbuf_16
Deepest level of the CTS H-tree ...................................            3
TritonCTS clock tree ..............................................          yes
Clock latency on the worst-skew pair ..............................       330 ps
Clock buffer count from CTS .......................................            9
Count of instances resized after the clock tree is built ..........            0
Hold bufs inserted after CTS ......................................            0
Clk pin slew, worst setup/hold paths ..............................        50 ps

FINISH
--------------------------------------------------------------------------------
Sequential cell area ..............................................     2320 µm²
Area added between synthesis and finish ...........................        10.1%
Final cell count without fillers ..................................          952
Multi-input gate area .............................................     3370 µm²
Proportion of layout cells with a drive suffix above 1 ............       0.0597
Final std cell area, no fill ......................................     6610 µm²
Layout filler cell count ..........................................         2001

GLOBAL ROUTING
--------------------------------------------------------------------------------
First-pass GRT wire length ........................................     19700 µm
Number of antenna violations at the first check in global routing .            0
Via count of the first global-routing pass ........................         4106
GRT Total Usage ...................................................        0.119
Pin count of the biggest net entering global routing ..............           27
Remaining global-route overflow ...................................            0

CRITICAL PATH
--------------------------------------------------------------------------------
CP max stage delay ................................................       540 ps
Critical path's slowest cell ...................................... sky130_fd_sc_hd__clkdlybuf4s50_1
Type of destination of the critical path ..........................     register
Maximum fanout encountered on the critical timing path ............            9
Worst-path cell chain ............................................. clkdlybuf4s50_1, inv_1, ha_1, o21bai_1, a311oi_1, a31oi_1, nor4_1, o211ai_1, a211oi_4, buf_4, a21oi_1
FF-to-FF setup slack ..............................................      1170 ps
Startpoint type of the worst setup path ...........................   input port
Crit Path Category ................................................ input port to register
Critical path data required time ..................................      4810 ps
WP data arrival ...................................................      3680 ps
Startpoint of the lowest-slack register-to-register path .......... signalin.state[1]
Length in cells of the worst reg-to-reg path ......................            9
Worst R2R End ..................................................... signalin.state[18]

MIN PATH
--------------------------------------------------------------------------------
Start point of the worst hold path ................................ signalin.state[1]
Cell depth of the worst hold path .................................            1
Type of the worst min-delay path .................................. register to register
Hold-critical path endpoint ....................................... signalin.state[1]

PLACE
--------------------------------------------------------------------------------
HPWL after DPL ....................................................      8340 µm
Placer congestion estimate ........................................        0.878
Placed Instance Area ..............................................     6320 µm²
Placed Cells ......................................................          936
Post-Place Worst Slack ............................................       746 ps
Number of port buffers ............................................           15

OUTCOME
--------------------------------------------------------------------------------
Result of the run ................................................. finished, final reports clean

RUN
--------------------------------------------------------------------------------
Log Warnings ......................................................           35
Reported max-cap violation count ..................................            0

## critical path: cells and delay by family
family / cells / cell delay, ps
compound gates: 6 / 1330
fa+ha+maj: 1 / 230
buf+inv: 3 / 890
simple gates: 1 / 300
## synth_stat cells, types with 16 or more instances
master                     count
sky130_fd_sc_hd__dfxtp_1     104
sky130_fd_sc_hd__nand4_1      23
sky130_fd_sc_hd__a21oi_1      16
sky130_fd_sc_hd__nand3_1      35
sky130_fd_sc_hd__clkbuf_1     19
sky130_fd_sc_hd__nand2_1      56
sky130_fd_sc_hd__nor2_1       50
sky130_fd_sc_hd__nor4_1       19
sky130_fd_sc_hd__xor2_1       31
sky130_fd_sc_hd__xnor2_1      41
sky130_fd_sc_hd__nor3_1       28
sky130_fd_sc_hd__ha_1         19
sky130_fd_sc_hd__inv_1        34
## through the flow
stage | hold slack (ps) | utilization
5_1_grt | 511 | 0.339
3_3_place_gp | 479 | 0.323
2_1_floorplan | 454 | -
3_5_place_dp | 480 | 0.323
6_report | 489 | 0.339
4_1_cts | 494 | 0.339
## per-layer routing
| metal | share of wire | up-vias | track usage |
|---|---|---|---|
| met5 | 0 | - | 0 |
| met4 | 0.0077 | 0 | 0.00952 |
| met3 | 0.039 | 6 | 0.0214 |
| met2 | 0.44 | 92 | 0.184 |
| met1 | 0.51 | 2163 | 0.181 |
| li1 | - | 2465 | - |
## cell type report
| cell class | count | share of cell area |
|---|---|---|
| inverter | 35 | 0.0199 |
| tap | 265 | 0.0502 |
| multi-input combinational | 507 | 0.509 |
| timing repair buffer | 17 | 0.0250 |
| clock buffer | 15 | 0.0437 |
| clock inverter | 1 | 0.000757 |
| sequential | 112 | 0.351 |
## state kept, by name, indices dropped and copies added (netlist names)
signal and flops:
freq.clk_one_counter 27, signalin.state 20, freq.clk_onek_counter 17, freq.AN 4
freq.number1 4, freq.number2 4, freq.number3 4, freq.number4 4
freq.save 4, freq.savenum1 4, freq.savenum2 4, freq.savenum3 4
freq.savenum4 4, freq.test_signal_counter 3, freq.clk_one_hz 1, freq.clk_one_khz 1
freq.control_signal 1, freq.test_signal 1, signalin.sigin 1
## kinds of logic (layout without fill, tap and decap cells)
logic type,count (synthesis),in the layout
mux,4,4
compound gates,98,98
fa+ha+maj,19,19
flops,112,112
simple gates,313,313
other cells,1,1
buf+inv,71,68
xor+xnor,72,72
## placed cells by master (no fill, tap or decap), types with 3 or more instances in the layout
cell | Yosys | routed
sky130_fd_sc_hd__a21boi_0 | 5 | 5
sky130_fd_sc_hd__a21oi_1 | 16 | 16
sky130_fd_sc_hd__a222oi_1 | 3 | 3
sky130_fd_sc_hd__a311oi_1 | 3 | 3
sky130_fd_sc_hd__a31oi_1 | 13 | 13
sky130_fd_sc_hd__and2_1 | 10 | 10
sky130_fd_sc_hd__and3_1 | 10 | 10
sky130_fd_sc_hd__and4_1 | 10 | 10
sky130_fd_sc_hd__clkbuf_1 | 19 | 3
sky130_fd_sc_hd__clkbuf_16 | 0 | 10
sky130_fd_sc_hd__clkdlybuf4s50_1 | 0 | 15
sky130_fd_sc_hd__dfxtp_1 | 104 | 104
sky130_fd_sc_hd__edfxtp_1 | 8 | 8
sky130_fd_sc_hd__ha_1 | 19 | 19
sky130_fd_sc_hd__inv_1 | 34 | 34
sky130_fd_sc_hd__mux2i_1 | 3 | 3
sky130_fd_sc_hd__nand2_1 | 56 | 56
sky130_fd_sc_hd__nand2b_1 | 9 | 9
sky130_fd_sc_hd__nand3_1 | 35 | 35
sky130_fd_sc_hd__nand3b_1 | 4 | 4
sky130_fd_sc_hd__nand4_1 | 23 | 23
sky130_fd_sc_hd__nand4b_1 | 5 | 5
sky130_fd_sc_hd__nor2_1 | 50 | 50
sky130_fd_sc_hd__nor2_2 | 10 | 10
sky130_fd_sc_hd__nor2b_1 | 11 | 11
sky130_fd_sc_hd__nor3_1 | 28 | 28
sky130_fd_sc_hd__nor3b_1 | 6 | 6
sky130_fd_sc_hd__nor4_1 | 19 | 19
sky130_fd_sc_hd__nor4b_1 | 5 | 5
sky130_fd_sc_hd__o2111ai_1 | 5 | 5
sky130_fd_sc_hd__o211ai_1 | 7 | 7
sky130_fd_sc_hd__o21ai_0 | 14 | 14
sky130_fd_sc_hd__o31ai_1 | 4 | 4
sky130_fd_sc_hd__or3_1 | 6 | 6
sky130_fd_sc_hd__xnor2_1 | 41 | 41
sky130_fd_sc_hd__xor2_1 | 31 | 31
## where the power goes
part / internal, mW / leakage (nW) / switching, mW
Clock: 0.427 / 0.145 / 0.246
Combinational: 0.00864 / 1.32 / 0.0101
Sequential: 0.591 / 0.910 / 0
Total: 1.03 / 2.38 / 0.256
## worst max-delay path by stage
stage	startpoint	end	depth (start not counted)
final	testmode[0]	signalin.state[18]	11
after global routing	signalin.state[1]	signalin.state[18]	9
after CTS	testmode[0]	signalin.state[18]	11
Power figures rest on the tool's default switching activity, not on a simulated workload.
