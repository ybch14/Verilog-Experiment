==> flow/design.v <==
module UART_receiver(UART_RX,sysclk,RX_DATA,RX_STATUS);
input UART_RX;
input sysclk;
output [7:0]RX_DATA;
reg [7:0]RX_DATA;
output RX_STATUS;
reg RX_STATUS;
reg enable;
reg previous_enable;
reg [9:0]baud_rate_counter;
reg [4:0]time_center_counter;
reg [3:0]data_counter;
reg [4:0]status_counter;
reg [7:0]temp_data;
initial begin
	RX_DATA=8'b0;
	RX_STATUS=0;
	enable=0;
	previous_enable=0;
	baud_rate_counter=10'b0;
	time_center_counter=5'b0;
	data_counter=4'b0;
	temp_data=8'b0;
	status_counter=5'b0;
end
always @(posedge sysclk) begin
	previous_enable=enable; 
	if(enable==0) begin
		if(UART_RX==0) begin
			enable=1; 
			RX_STATUS=0;
		end
	end
	if(enable==1&&previous_enable==0) begin
		baud_rate_counter=0;
	end
	else begin
		baud_rate_counter=baud_rate_counter+10'b00000_00001;
		if(baud_rate_counter==652) begin  
			if(enable==1) begin
				time_center_counter=time_center_counter+5'b00001;
				if(time_center_counter==16) begin 
					data_counter=data_counter+4'b0001;
					time_center_counter=0;
				end
				if(data_counter==9) begin
					data_counter=0;
					enable=0;
					RX_STATUS=1;
				end
				if(time_center_counter==8&&data_counter!=0) begin
					temp_data[data_counter-1]=UART_RX;
				end
			end
			if(RX_STATUS==1) begin
				status_counter=status_counter+5'b00001;
				if(status_counter==16) begin
					RX_STATUS=0;
					status_counter=0;
				end
			end
			baud_rate_counter=0;
		end
	end
end
always @(posedge sysclk) begin
	if(RX_STATUS==1) begin
		RX_DATA=temp_data;
	end
end
endmodule
module UART_sender(sample_clk,TX_DATA,TX_EN,TX_STATUS,UART_TX);
input sample_clk;
input [7:0]TX_DATA;
input TX_EN;
output TX_STATUS;
output UART_TX;
reg UART_TX;
reg enable;
reg [8:0]temp_data;
reg [3:0]counter;
initial begin
	UART_TX<=1;
	enable<=0;
	temp_data<=7'b0;
	counter<=4'b0;
end
assign TX_STATUS=counter==0?1:0;
always @(posedge sample_clk) begin
	if(TX_EN==1) begin
		enable=1;
	end
	if(enable==1&&TX_EN==0) begin
		temp_data[8]<=1;
		temp_data[7:0]<=TX_DATA;
		counter<=1;
		UART_TX<=0;
		enable<=0;
	end
	else begin
	   if(counter==10)
	       counter<=0;
	   else if(counter!=0) begin
	       if(counter<10) begin
	           UART_TX=temp_data[counter-1];
	       end
	       counter<=counter+1;
	   end
	end
end
endmodule
module UART_control(RX_DATA,RX_STATUS,sysclk,TX_STATUS,TX_DATA,TX_EN);
input [7:0]RX_DATA;
input RX_STATUS;
input sysclk;
input TX_STATUS;
output [7:0]TX_DATA;
output TX_EN;
reg TX_EN;
reg receive_enable; 
reg [13:0]counter;
assign TX_DATA[7]=RX_DATA[7];
assign TX_DATA[6:0]=RX_DATA[7]?(~RX_DATA[6:0]):RX_DATA[6:0];
initial begin
	TX_EN=0;
	receive_enable=0;
	counter=13'b0;
end
always @(posedge sysclk) begin
	if(RX_STATUS==1) begin
		receive_enable=1;
	end
	else if(TX_STATUS==1&&receive_enable==1) begin
		receive_enable=0;
		TX_EN=1;
	end
	if(TX_EN==1) begin
		counter=counter+13'b000000_0000001;
		if(counter==11000) begin
			counter=0;
			TX_EN=0;
		end
	end
end
endmodule
module Baud_Rate_Generator(sysclk,baud_rate_clk);
input sysclk;
output baud_rate_clk; 
reg baud_rate_clk;
reg [9:0]counter;
initial begin
	counter=10'b0;
	baud_rate_clk=0;
end
always @(posedge sysclk) begin
	counter=counter+10'b00000_00001;
	if(counter==326) begin
		baud_rate_clk=~baud_rate_clk;
		counter=0;
	end
end
endmodule
module sample_generator(baud_rate_clk,sample_clk);
input baud_rate_clk;
output sample_clk; 
reg sample_clk;
reg [3:0]counter;
initial begin
	sample_clk=0;
	counter=4'b0000;
end
always @(posedge baud_rate_clk) begin
	counter=counter+4'b0001;
	if (counter==8) begin
		sample_clk=~sample_clk;
		counter=0;
	end
end
endmodule 
module UART(UART_RX,sysclk,UART_TX);
input UART_RX;
input sysclk;
output UART_TX;
wire [7:0]RX_DATA;
wire RX_STATUS;
wire [7:0]TX_DATA;
wire TX_STATUS;
wire TX_EN;
wire baud_rate_clk;
wire sample_clk;
UART_receiver ur1(UART_RX,sysclk,RX_DATA,RX_STATUS);
UART_control uc1(RX_DATA,RX_STATUS,sysclk,TX_STATUS,TX_DATA,TX_EN);
Baud_Rate_Generator brg1(sysclk,baud_rate_clk);
sample_generator sg1(baud_rate_clk,sample_clk);
UART_sender us1(sample_clk,TX_DATA,TX_EN,TX_STATUS,UART_TX);
endmodule
==> flow/run.sh <==
#!/bin/bash
# OpenROAD 26Q1-2900-gdf79404cd8, Yosys 0.63+post, stock flow scripts
make -C /OpenROAD-flow-scripts/flow DESIGN_CONFIG=/design/flow/config.mk WORK_HOME=/design/flow/orfs finish
==> flow/config.mk <==
export PLATFORM = sky130hd
export DESIGN_NAME = UART
export DESIGN_NICKNAME = UART
export VERILOG_FILES = /design/flow/design.v
export SDC_FILE = /design/flow/constraint.sdc
export NUM_CORES = 4
export LEC_CHECK = 1
export CORE_UTILIZATION = 40
==> flow/constraint.sdc <==
current_design UART

set clk_period 3.5
set clk_io_pct 0.2

create_clock -name clk0 -period $clk_period [get_ports {sysclk}]

set non_clock_inputs [all_inputs -no_clocks]
set_input_delay [expr $clk_period * $clk_io_pct] -clock clk0 $non_clock_inputs
set_output_delay [expr $clk_period * $clk_io_pct] -clock clk0 [all_outputs]
==> run notes <==
On the backend side, the flow ran end to end.

The number of unique standard cell types used by synthesis stands at 60. The number of fillers in the final layout stands at 953. The largest clock skew in the final design stands at 0.00727 ns. The I/O pin count stands at 3. The final layout reports a setup TNS of -9.39 ns. The standard-cell row count stands at 39. The post-synthesis async set-or-reset flop share stands at 0%. Per the layout area report, the combinational gate area comes to 0.00259 mm². Per the detail_route report, routed wire per instance is 12.8 µm. After synthesis the cells add up to 0.00480 mm². The peak ir drop on the vdd network stands at 387 µV. The die width stands at 112 µm. The Yosys chip area stands at 0.00480 mm². In this run the worst setup path begins at ur1.time_center_counter[0]. The number of antenna violations at the first check in global routing was 0.

The number of design rule violations left after detail routing stands at 0. The detailed-route vias per instance stands at 5.12. The synthesis run shows the most used standard cells to be sky130_fd_sc_hd__edfxtp_1, sky130_fd_sc_hd__nor2_1, sky130_fd_sc_hd__dfxtp_1, sky130_fd_sc_hd__nand2_1, sky130_fd_sc_hd__xor2_1.

Measured on the finished design, the core utilization comes to 51.1%. Of the post-synthesis cell area, the dominant cell type holds 34.4%. The largest net degree at the start of global routing stands at 17. The core box area stands at 0.0116 mm². For reference, the clock transition at the flip-flops on the worst setup and hold paths is 0.06 ns.

In this run the deepest clock path goes through 2 buffers. The setup slack after layout stands at -1.24 ns. The flow ran to the end, but the final reports show violations. The number of levels the H-tree was split into stands at 3.

The final number of max-transition violations stands at 0. The slack of the worst reg-to-reg path stands at -1.24 ns. The mean post-synth cell area stands at 10.5 µm². The overall power of the completed layout stands at 1.87 mW. The overall die area stands at 0.0125 mm². Setup repair after global routing could not meet its margin everywhere. STA classifies the critical path endpoint as a flip-flop. The total count of hold-check failures in the final report stands at 0. The number of global-route vias before repair stands at 3250. Static timing analysis puts the maximum clock frequency at 0.211 GHz. Wires add up to 8450 µm. In this run, synthesis inferred 55 flip-flops with an integrated enable. Per the placement log, port buffering inserted 2 buffers. The tree is rooted in a sky130_fd_sc_hd__clkbuf_16. The iteration count of the initial detailed-routing pass stands at 4. The total of flip-flops plus latches after synthesis stands at 89. For the worst reg-to-reg path, the startpoint reported by OpenROAD is ur1.time_center_counter[0]. The post-route fraction of the period consumed by the critical path stands at 135%. In the post-synthesis netlist, the cell with the most instances is sky130_fd_sc_hd__edfxtp_1. The post-synthesis instance total stands at 456.

The weighted congestion at the end of routability-driven global placement stands at 0.838. The data required time at the worst endpoint stands at 3.58 ns. The remaining antenna violation count after routing stands at 0. Counting I/O delays and the setup requirement, the final critical path takes 4.74 ns.

Summing all non-filler instances in the final layout gives an area of 0.00591 mm². Once the floorplan was initialized, standard cells occupied 41.5% of the core. The placed standard-cell area stands at 0.00549 mm². The relative slew slack stands at 41.5%. The sequential standard cell area stands at 0.00233 mm². The clock buffer count from CTS stands at 9. The worst hold path belongs to the class reg -> reg. The first global-routing pass estimated 14800 µm of wire. The OpenROAD warning count stands at 40.

Summing over every cut layer, the via total after detailed routing is 3393. Across all hold checks on the routed design, the worst slack comes to 0.461 ns. At the later pin of the worst-skew pair, clock insertion delay measures 0.33 ns. 30 endpoints have no timing constraint. The cell total in the yosys stat output stands at 456. The launch point of the worst min-delay path is recorded as ur1.temp_data[5].

The placed wire-length estimate stands at 6010 µm. Global routing used 14.9% of the available tracks across all layers. The relative area change from synthesis to final layout stands at 23.0%. The timer found 20 register pins that no clock reaches; their paths are not timed.

Recorded from the global router log, the overflow total was 0. The worst setup path is launched from a flip-flop. Per the synthesis report, the dominant area consumer among library cells is sky130_fd_sc_hd__edfxtp_1.

The leakage power in the latest report is 2.24 nW. The maximum fanout encountered on the critical timing path stands at 4. The data arrival time reported for the critical path is 4.81 ns. Per the synth stats, the flop cell with the highest instance count is sky130_fd_sc_hd__edfxtp_1.

Per the final layout report, the fraction of cells sized above drive strength 1 comes to 24.2%. In this run the vertical extent of the chip is 112 µm. The critical path is of the reg -> reg type. Per the detail_route report, inserted antenna diodes total 0. From the final report, the count of setup violators was given as 8. The total power per unit cell area stands at 317 mW/mm². After synthesis, the cell types taking the most area are sky130_fd_sc_hd__edfxtp_1, sky130_fd_sc_hd__dfxtp_1, sky130_fd_sc_hd__ha_1, sky130_fd_sc_hd__xor2_1, sky130_fd_sc_hd__nor2_1. The final reports fail on setup timing.

The max-cap check violation count stands at 0. The post-synthesis sequential area ratio stands at 48.5%. For the pin with the worst max-slew slack, the measured transition is 0.876 ns. The violation count after the first detailed-route iteration stands at 206. TritonCTS built the clock tree. The count of synthesis-stage warnings from yosys stands at 5.
[layer usage]
metal | up-vias | GRT usage, % | wire length, µm
met4 | 0 | 1.89 | 84
met2 | 42 | 21.9 | 3580
met1 | 1573 | 25.1 | 4490
met3 | 5 | 2.77 | 304
met5 | - | 0 | 0
li1 | 1773 | - | -
[cell families after synthesis]
kind of cell	Yosys count	share of synthesized area, %
and+or+nand+nor	181	19.1
adders and majority gates	28	7.29
DFF	89	48.5
muxes	8	2.29
xor gates and xnor gates	54	10.7
AOI/OAI and AO/OA	62	9.40
buffers and inverters	33	2.63
other	1	0.0781
[state kept, by name (all words and copies together) (netlist names), 4 cells and up]
signal and flops:
us1.counter 4, ur1.data_counter 4, ur1.temp_data 8, ur1.time_center_counter 5, ur1.status_counter 5, us1.temp_data 9, brg1.counter 10, ur1.baud_rate_counter 10
uc1.counter 14, sg1.counter 4, ur1.RX_DATA 8
[critical path, cell delays in order (launching register included)]
cell and delay (ns):
sky130_fd_sc_hd__edfxtp_1 0.46, sky130_fd_sc_hd__ha_2 0.24, sky130_fd_sc_hd__and3_4 0.19, sky130_fd_sc_hd__buf_4 0.13
sky130_fd_sc_hd__a31oi_2 0.23, sky130_fd_sc_hd__nor4_2 0.09, sky130_fd_sc_hd__o31ai_4 0.27, sky130_fd_sc_hd__and2_4 0.19
sky130_fd_sc_hd__inv_2 0.05, sky130_fd_sc_hd__ha_2 0.19, sky130_fd_sc_hd__xnor3_1 0.22, sky130_fd_sc_hd__and4_4 0.25
sky130_fd_sc_hd__nand2_1 0.07, sky130_fd_sc_hd__ha_1 0.20, sky130_fd_sc_hd__or4b_4 0.55, sky130_fd_sc_hd__nor4_4 0.13
sky130_fd_sc_hd__nand4b_1 0.14, sky130_fd_sc_hd__a211oi_2 0.25, sky130_fd_sc_hd__nand2_2 0.12, sky130_fd_sc_hd__nor2_4 0.12
sky130_fd_sc_hd__nand4_1 0.11, sky130_fd_sc_hd__mux2_2 0.29
[where the power goes]
group / switching (mW) / internal [mW] / total [mW]
Sequential: 0.0468 / 0.895 / 0.942
Combinational: 0.0459 / 0.0503 / 0.0962
Clock: 0.351 / 0.484 / 0.835
Total: 0.444 / 1.43 / 1.87
[area by class of cell]
class | count | area share, %
clock inverter | 6 | 0.741
tap | 143 | 3.03
clock buffer | 10 | 3.87
timing repair buffer | 60 | 7.77
sequential | 89 | 39.5
multi-input combinational | 334 | 43.8
inverter | 21 | 1.33
[cell usage in the layout, fill, tap and decap left out, types with 3 or more instances in the layout]
cell type                   Yosys  layout
sky130_fd_sc_hd__nand4b_1       3       3
sky130_fd_sc_hd__ha_2           0       3
sky130_fd_sc_hd__o21ai_0        7       7
sky130_fd_sc_hd__inv_1         21      19
sky130_fd_sc_hd__nand3_2        0       3
sky130_fd_sc_hd__nor4_1         8       5
sky130_fd_sc_hd__a211oi_1       4       3
sky130_fd_sc_hd__or3_1          4       4
sky130_fd_sc_hd__a21oi_1       12      11
sky130_fd_sc_hd__o22ai_1        4       4
sky130_fd_sc_hd__a21boi_0       3       3
sky130_fd_sc_hd__nor2b_1        8       8
sky130_fd_sc_hd__nand4_1        9       9
sky130_fd_sc_hd__xnor2_1       21      20
sky130_fd_sc_hd__inv_4          0       3
sky130_fd_sc_hd__edfxtp_1      55      55
sky130_fd_sc_hd__nor3b_1        5       4
sky130_fd_sc_hd__nand2b_1       5       5
sky130_fd_sc_hd__and3_1         4       3
sky130_fd_sc_hd__nand2_1       34      31
sky130_fd_sc_hd__buf_4          0      57
sky130_fd_sc_hd__a31oi_1        8       7
sky130_fd_sc_hd__xor2_1        30      28
sky130_fd_sc_hd__nor3_1         7       6
sky130_fd_sc_hd__nor2_1        51      49
sky130_fd_sc_hd__clkbuf_16      0       9
sky130_fd_sc_hd__nand3_1       29      26
sky130_fd_sc_hd__a311oi_1       3       3
sky130_fd_sc_hd__ha_1          28      23
sky130_fd_sc_hd__dfxtp_1       34      34
[worst paths after layout]
check / endpoint / depth (start not counted)
max: ur1.temp_data[3] / 21
min: ur1.RX_DATA[5] / 0
max reg2reg: ur1.temp_data[3] / 21
min reg2reg: ur1.RX_DATA[5] / 0
[stage by stage]
stage	worst slack (ns)	std cells
5_1_grt	-1.51	663
3_5_place_dp	-1.46	643
4_1_cts	-1.24	662
3_3_place_gp	-1.39	643
6_report	-1.24	663
2_1_floorplan	-1.37	456
[timing repair]
item | CTS | global route
setup buffers | 3 | 1
hold buffers | 0 | 0
gates resized | 9 | 14
pin swaps | 8 | 10
endpoints found under the setup margin | 8 | 8
Power figures rest on the tool's default switching activity, not on a simulated workload.
