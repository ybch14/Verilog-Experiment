$ cat flow/config.mk
export PLATFORM = sky130hd
export DESIGN_NAME = jianfa_counter
export DESIGN_NICKNAME = jianfa_counter
export VERILOG_FILES = /design/flow/design.v
export SDC_FILE = /design/flow/constraint.sdc
export NUM_CORES = 4
export LEC_CHECK = 1
export CORE_AREA = 10 10 97 97
export DIE_AREA = 0 0 107 107
$ cat flow/constraint.sdc
current_design jianfa_counter

set clk_period 3.0
set clk_io_pct 0.2

create_clock -name clk0 -period $clk_period [get_ports {clk}]

set non_clock_inputs [all_inputs -no_clocks]
set_input_delay [expr $clk_period * $clk_io_pct] -clock clk0 $non_clock_inputs
set_output_delay [expr $clk_period * $clk_io_pct] -clock clk0 [all_outputs]
$ cat flow/design.v
`timescale 1ns/1ns
module jianfa_counter(clk,anjian,reset,shuchu);
input clk,anjian,reset;
output [6:0]shuchu;
reg [3:0]q_out;
wire [6:0]bcd7_out;
wire chudou;
debounce db(.clk(clk),.key_i(anjian),.key_o(chudou));
always @(posedge chudou or negedge reset)
begin
	if(~reset) q_out[0]<=1'b1;
	else q_out[0]<=~q_out[0];
end
always @(negedge reset or posedge q_out[0])
begin
	if(~reset) q_out[1]<=1'b1;
	else q_out[1]<=~q_out[1];
end
always @(negedge reset or posedge q_out[1])
begin
	if(~reset) q_out[2]<=1'b1;
	else q_out[2]<=~q_out[2];
end
always @(negedge reset or posedge q_out[2])
begin
	if(~reset) q_out[3]<=1'b1;
	else q_out[3]<=~q_out[3];
end
BCD7 b1(.din(q_out),.dout(bcd7_out));
assign shuchu=~bcd7_out;
endmodule 
`timescale 1ns/1ns
module debounce(clk,key_i,key_o);
    input clk;
    input key_i;
    output key_o;
    parameter NUMBER = 24'd10_000_000;
    parameter NBITS = 24;
    reg [NBITS-1:0] count;
    reg key_o_temp;
    reg key_m;
	reg key_i_t1,key_i_t2;
    assign key_o = key_o_temp;
	always @ (posedge clk) begin
		key_i_t1 <= key_i;
		key_i_t2 <= key_i_t1;
	end
    always @ (posedge clk) begin
        if (key_m!=key_i_t2) begin
            key_m <= key_i_t2;
            count <= 0;
        end
        else if (count == NUMBER) begin
            key_o_temp <= key_m;
        end
        else count <= count+1;
    end
endmodule
module BCD7(din,dout);
input [3:0] din;
output [7:0] dout;
assign dout=(din==4'b0000)?8'b0111_1110:
            (din==4'b0001)?8'b0011_0000:
            (din==4'b0010)?8'b0110_1101:
            (din==4'b0011)?8'b0111_1001:
            (din==4'b0100)?8'b0011_0011:
            (din==4'b0101)?8'b0101_1011:
            (din==4'b0110)?8'b0101_1111:
            (din==4'b0111)?8'b0111_0000:
            (din==4'b1000)?8'b0111_1111:
            (din==4'b1001)?8'b0111_1011:8'b0000_0000;
endmodule
$ cat flow/run.sh
#!/bin/bash
# OpenROAD 26Q1-2900-gdf79404cd8, Yosys 0.63+post, stock flow scripts
make -C /OpenROAD-flow-scripts/flow DESIGN_CONFIG=/design/flow/config.mk WORK_HOME=/design/flow/orfs finish
==> flow_summary.yaml <==
# flow metrics
route:
  drc: 0
  via_per_inst: 4.587
  first_pass_iters: 4
  wire_per_inst_um: 10.68
  wl_um: 3128
  num_antenna_cells: 0
  vias: 1344
  drt_iter0_markers: 80
  ant_nets: 0
final_layout:
  layout_top_cells: "dfxtp_1 (26), a21oi_1 (18), nor2_1 (17)"
  final_common_cell: "dfxtp_1"
  area_growth_pct: 13.65
  fill_cells: 821
  fin_cells: 293
  stdcell_area_um2: 1833
  layout-drive-gt1-share: 0.06186
sta:
  min_period_ps: 1754
  hold_viol_final: 0
  whs_ps: 338.2
  finalMaxSlewViolations: 0
  fin_worst_skew_ps: 4.667
  unclocked_regs: 4
  tightest_slew_ps: 598.2
  grt_setup_unrepaired: "no"
  fin_tns_setup_ps: 0
  relSlewSlack: 0.5983
  setup_viol: 0
  unconstrained_endpoints: 11
  fin_crit_sh: 0.5846
  fmax_mhz: 570.2
placement:
  dpl.hpwl_um: 2278
  dp.cells: 289
  postPlaceCellArea_um2: 1788
  gp_congestion: 0.8191
  io_buffers: 9
clock_tree:
  cts-root-buf: "clkbuf_8"
  cts_setup_buffers: 0
  cts_tree: "done"
  htree_levels: 1
  cts_made_buffers: 3
  cts_resized: 0
  insertion_delay_ps: 270
  ctsHoldBuffers: 0
  cts_buffer_depth: 2
  path_clk_slew_ps: 90
global_route:
  grt.overflow.total: 0
  grt_max_degree: 24
  track_usage: 0.05191
  grt_pass1_vias: 1135
  grt_pass1_wl_um: 5271
  grt_antenna_before_repair: 0
synthesis:
  topCellsByArea: "dfxtp_1 (32%), dfstp_2 (6.5%), a21oi_1 (5.6%), nor2_1 (4.0%), nand4_1 (3.9%)"
  yosys.area.top_type: "dfxtp_1"
  synth_flop_count: 32
  syn_avg_cell_area_um2: 8.488
  top_cell_area_share: 0.3227
  ys_seq_share: 0.4251
  synth_cell_types: 41
  synthCells: 190
  ys_warn_count: 3
  ys_chip_area_um2: 1613
  ys_cells: 190
  syn_area_um2: 1613
critical_path:
  cp.required_ps: 3200
  cp_slowest_stage_delay_ps: 590
  critPathMaxFanout: 12
  worstSetupPathType: "flip-flop to flip-flop"
  critPathArrivalTime_ps: 1960
  crit_chain: "and3_1 -> nand3_1 -> or4_1 -> a21oi_1"
  critical_path.top_delay_family: "simple AND/OR/NAND/NOR gates"
  cp-start-kind: "flip-flop"
  slowest_stage: "or4_1"
  path_buffers: 0
  end_kind: "flip-flop"
worst_hold_path:
  hp-class: "flip-flop to flip-flop"
floorplanning:
  core_util_floorplan: 0.2212
  core-area_um2: 7292
  fp.dieW_um: 107
  io_pins: 10
  die_h_um: 107
  placementRows: 31
  dieArea_um2: 11450
flow_run:
  log.warning_count: 26
  max_cap_viol_count: 0
power_and_ir_drop:
  ir_drop_uv: 228.1
  power_uw: 685.8
  p_leak_nw: 0.5707
  power.density_nw_per_um2: 374.1
outcome:
  outcome: "finished, final reports clean"
-- worst reg2reg max path: stages, from the launching register on --
cell and delay, ps:
dfxtp_1 440, and3_1 220, nand3_1 290, or4_1 590, a21oi_1 150
-- cells by family (layout without fill, tap and decap cells) --
logic type / count (synthesis) / in the layout / synth area share
AND-OR/OR-AND: 41 / 41 / 0.1552
XOR/XNOR: 10 / 10 / 0.05430
adder cells (fa/ha/maj): 2 / 2 / 0.01551
buffers and inverters: 21 / 25 / 0.05430
flip-flops: 32 / 32 / 0.4251
multiplexers: 2 / 2 / 0.01241
AND/OR/NAND/NOR: 82 / 82 / 0.2832
-- stage by stage --
step / setup WS, ps / util
floorplan: 1482 / -
global placement: 1297 / 0.2452
detailed placement: 1312 / 0.2452
CTS: 1276 / 0.2514
global route: 1110 / 0.2514
finish: 1246 / 0.2514
-- layout make-up --
class,count,area [um^2],share of cell area
well taps,99,123.9,0.06758
multi-input cells,137,839.6,0.4580
clock buffers,3,41.29,0.02253
clock inverters,1,3.754,0.002048
flip-flops and latches,32,685.7,0.3741
repair buffers,10,97.59,0.05324
inverters,11,41.29,0.02253
-- state kept, by name, indices dropped and copies added (netlist names) --
name and count:
db.key_m 1, db.count 24, db.key_i_t1 1, q_out 4
db.key_o_temp 1, db.key_i_t2 1
-- report_power, final --
| group | internal, mW | total, mW | switching [mW] |
|---|---|---|---|
| clock | 0.0918 | 0.204 | 0.112 |
| combinational | 0.0263 | 0.0712 | 0.0449 |
| sequential | 0.389 | 0.411 | 0.0215 |
| total | 0.508 | 0.686 | 0.178 |
-- synthesized netlist by cell type (all sizes together) --
library cell / count
dfxtp: 26
a21oi: 18
nor2: 17
nand2: 15
inv: 11
nand4: 10
nand3: 9
clkbuf: 7
nor3: 6
o21ai: 6
or4: 6
o31ai: 5
xnor2: 5
xor2: 5
dfstp: 4
nor4: 4
o211ai: 4
and3: 3
buf: 3
a31oi: 2
a41o: 2
and2: 2
and4: 2
edfxtp: 2
ha: 2
mux2i: 2
nor4b: 2
or3: 2
a211oi: 1
a31o: 1
nand2b: 1
nor3b: 1
nor4bb: 1
o21a: 1
o22ai: 1
or2b: 1
-- path summary, 6_finish.rpt --
| kind | depth (start not counted) | endpoint | slack, ps | startpoint |
|---|---|---|---|---|
| setup reg to reg | 4 | db.count[16] | 1250 | db.count[9] |
| hold reg to reg | 0 | db.key_i_t2 | 340 | db.key_i_t1 |
| setup / recovery | 4 | db.count[16] | 1250 | db.count[9] |
| hold / removal | 0 | db.key_i_t2 | 340 | db.key_i_t1 |
-- routing by layer --
metal,wire length (um),up-vias,track usage
met5,0,-,0
met4,58,0,0.009671
met3,43,4,0.005458
met2,1418,17,0.08165
met1,1608,624,0.07605
li1,-,699,-
